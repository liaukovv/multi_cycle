**./config.mk**
```make
export PLATFORM = sky130hd
export DESIGN_NAME = mux4
export DESIGN_NICKNAME = mux4
export VERILOG_FILES = /design/flow/design.v
export SDC_FILE = /design/flow/constraint.sdc
export NUM_CORES = 4
export LEC_CHECK = 1
export CORE_AREA = 10 10 70 70
export DIE_AREA = 0 0 80 80
```
**./constraint.sdc**
```tcl
current_design mux4

set clk_period 1.3
set clk_io_pct 0.2

create_clock -name clk0 -period $clk_period

set non_clock_inputs [all_inputs -no_clocks]
set_input_delay [expr $clk_period * $clk_io_pct] -clock clk0 $non_clock_inputs
set_output_delay [expr $clk_period * $clk_io_pct] -clock clk0 [all_outputs]
```
**./design.v**
```verilog
module mux4 #(parameter N = 8)
             (input[N-1:0] a, b, c, d,
              input[1:0] sel, 
              output[N-1:0] y);
assign y = sel == 00 ? a : 
           sel == 01 ? b :
           sel == 10 ? c :
                       d ;   
endmodule
```
**./run.sh**
```bash
#!/bin/bash
# OpenROAD 26Q1-2900-gdf79404cd8, Yosys 0.63+post, stock flow scripts
make -C /OpenROAD-flow-scripts/flow DESIGN_CONFIG=/design/flow/config.mk WORK_HOME=/design/flow/orfs finish
```
==> impl_metrics.toml <==
# synthesis and place-and-route metrics
[die]
die.size.y_um = 80
fp_util_pct = 5.05
core_area_sq_um = 3420
dieArea_sq_um = 6400
die_w_um = 80
io_pins = 42
placement_rows = 21

[setup_path]
crit_required_ns = 1.04
end_kind = "output pin"
path_class = "primary input to output pin"
arrival_ns = 1.00
cp-start-kind = "primary input"
crit_fanout = 1

[power_and_ir_drop]
powerDensity_nw_per_um2 = 264
peakVddDrop_uv = 29.8
p_leak_nw = 0.326
p_total_w = 0.000156

[cells_and_area]
clkbuf_count = 0
fillers = 390
nFlopsAndLatches = 0
drive_above_1_share_pct = 23.4
seq_area_sq_um = 0
final_cell_area_sq_um = 592
syn2layout_area_growth_pct = 243

[synth]
netlist_instances = 26
syn_avg_cell_area_sq_um = 6.64
synth.yosys.warnings = 0
synth_area_sq_um = 173
ys_cells = 26
synthDistinctLibCells = 4
synth_seq_share_pct = 0
ys_area_sq_um = 173

[detailed_routing]
routed_wl_mm = 1.26
diodes = 0
drc = 0
vias = 314
drtPass1Iterations = 1
initialDrtViolationCount = 0
ant_nets = 0
routedWlPerCell_um = 11.5
vias_per_cell = 2.85

[sta]
fmax_mhz = 796
rsz0062_at_grt = "false"
tightest_slew_ns = 0.166
final.min_clock_period_ns = 1.26
setup_ws_ns = 0.0430
fin_hold_ws_ns = 0.863
setup_violations = 0
slew_headroom_pct = 88.6
hold_violations = 0
finalMaxSlewViolations = 0
min_period_over_period_pct = 96.7

[place]
place_ws_ns = -0.578
dpl-instance-area_sq_um = 583
dpl.hpwl_mm = 1.02
io_buffers = 34
gp_congestion = 0.802

[global_routing]
grt_usage_pct = 3.39
grt_pass1_vias = 307
grt_pass1_wl_mm = 1.78
grt_max_degree = 7
antenna_found_initial = 0
grt_overflow = 0

[hold_path]
worstHoldStart = "a[3]"
holdPathEnd = "y[3]"
min_path_cells = 4
min_path_type = "primary input to output pin"

[flow_run]
maxCapViolations = 0
warnings = 40

[status]
outcome = "finished, final reports clean"
## power breakdown
group          leakage [nW]  switching [W]  internal, W
combinational         0.326      0.0000451     0.000111
sequential                0              0            0
clock                     0              0            0
## logic make-up (layout without fill, tap and decap cells)
kind of cell	Yosys count	in the layout	synth area share (%)
and+or+nand+nor	8	8	17.4
AOI/OAI and AO/OA	8	8	23.2
buffers and inverters	2	40	13.0
muxes	8	8	46.4
## worst max-delay path: stages
cell	delay, ns
clkdlybuf4s50_1	0.46
mux2i_1	0.06
o21ai_1	0.10
buf_2	0.11
## per-layer routing
metal,vias up,GRT usage [%],wire [um]
li1,169,-,-
met1,122,4.55,576
met2,23,4.98,483
met3,0,1.82,201
met4,0,0,0
met5,-,0,0
## cell usage in the layout (no fill, tap or decap)
master,Yosys,final
buf_12,0,1
buf_2,0,9
buf_4,0,2
buf_6,2,2
buf_8,0,1
clkdlybuf4s50_1,0,14
dlygate4sd2_1,0,3
dlymetal6s2s_1,0,8
mux2i_1,8,8
nand2_1,8,8
o21ai_1,8,8
## cells in the mapped netlist
| cell type | n | share of area [%] |
|---|---|---|
| nand2_1 | 8 | 17 |
| mux2i_1 | 8 | 46 |
| o21ai_1 | 8 | 23 |
| buf_6 | 2 | 13 |
## per-stage QoR
stage          util, %  setup TNS (ns)  std cells
4_1_cts           16.7               0        110
3_5_place_dp      17.1           -4.45        107
2_1_floorplan        -               0         26
5_1_grt           17.3               0        110
6_report          17.3               0        110
3_3_place_gp      17.1           -4.34        107
## what timing repair did
action | CTS | global route
hold buffers | 0 | 0
gates resized | 36 | 8
buffers inserted | 2 | 0
pin swaps | 7 | 7
hold endpoints to repair | 0 | 0
endpoints found under the setup margin | 8 | 7
gates cloned | 1 | 0
## worst max-delay path by stage
stage / startpoint / endpoint / slack [ns] / depth (start not counted)
6_report: a[5] / y[5] / 0.04 / 4
5_1_grt: a[5] / y[5] / 0.003 / 4
4_1_cts: b[4] / y[4] / 0.0006 / 4
## layout make-up
cell class / count / area (sq um) / area share [%]
tap: 46 / 57.6 / 9.73
timing repair buffer: 40 / 384 / 64.9
multi-input combinational: 24 / 150 / 25.4
No activity file was given, so power comes from the tool's default toggle rates.
